$ cat design.v
module ram#(parameter N=6,M=32)(input clk,input we,input [N-1:0]addr,
										  input [M-1:0] din,output [M-1:0]dout);
	reg [M-1:0]mem[2**N-1:0];
	always @(posedge clk)
	begin
		if(we)
			mem[addr] = din;
	end
	assign dout = mem[addr];
endmodule
$ cat run.sh
#!/bin/bash
# OpenROAD 26Q1-2900-gdf79404cd8, Yosys 0.63+post, stock flow scripts
make -C /OpenROAD-flow-scripts/flow DESIGN_CONFIG=/design/flow/config.mk WORK_HOME=/design/flow/orfs finish
$ cat config.mk
export PLATFORM = sky130hd
export DESIGN_NAME = ram
export DESIGN_NICKNAME = ram
export VERILOG_FILES = /design/flow/design.v
export SDC_FILE = /design/flow/constraint.sdc
export NUM_CORES = 4
export LEC_CHECK = 1
export CORE_UTILIZATION = 40
$ cat constraint.sdc
current_design ram

set clk_period 40.2
set clk_io_pct 0.2

create_clock -name clk0 -period $clk_period [get_ports {clk}]

set non_clock_inputs [all_inputs -no_clocks]
set_input_delay [expr $clk_period * $clk_io_pct] -clock clk0 $non_clock_inputs
set_output_delay [expr $clk_period * $clk_io_pct] -clock clk0 [all_outputs]
==> summary.txt <==
run results: Post-CTS Setup Repair Bufs 0, Log Warnings 26, global route total overflow 0, Comb area 0.0161 mm², Adder Area Share 0, cts hold-fix bufs 0, synth warn 1, vias per cell 5.95, number of enable flip-flop cells 2048, CP arrival 13300 ps, worst path bufs/invs 6, Hold Violations, Final 0, slew margin rel. 0.187, Residual DRC 0, Sequential Area 0.0615 mm², Min Hold Slack 7590 ps, count of different cell masters after synthesis 55, RSZ-0062 raised after global routing no, Crit path largest cell delay 1060 ps, tally of filler cells in the layout 16.1k, fraction of layout instances using a drive strength above 1 0.181, XOR Share, Synth 0, Detailed Routing Iterations Pass 1 6, root buffer cell clkbuf_16, max-slew violations 0, CP Max Fanout 80, yosys cell count 4207, Post-Route WL 219 mm, CTS Sinks 2048, CTS resizes 0, Post-Synth AOI/OAI Area 0.0873, WS Path Type primary input to output port, fmax 46.9 MHz, post-synthesis chip area from yosys 0.0783 mm², vias 42.1k, DIE WIDTH 444 µm, Cell Pwr Density 49.1 mW/mm², post-layout period usage of the worst path 0.531, Largest register FFs 2048, crit path capture type output port, VDD IR max 0.0462 mV, Setup violations, final 0, Post-synth top flop edfxtp_1, first-pass GRT wire length 315 mm, I/O pin count 72, Top delay family on crit path buffers and inverters, Synth-to-Final Area Change 13.7%, Placer Congestion 0.894, ys async rst share 0, chip area 0.197 mm², GRT Util Overall 0.243, largest net degree at the start of global routing 97, Min-Delay Path Class primary input to register, Core Util at FP 0.402, worst-margin pin slew 1190 ps, Leakage 28.2 nW, total power 0.00437 W, crit start category primary input, Syn Std Cell Area 0.0783 mm², mux share 0.0819, Core ar. 0.195 mm², Final min period 21340 ps, DP HPWL 122 mm, initial antenna violation count 5, Num CTS Buffers 202, Post-DRT Antenna Nets 0, required time of the critical path 32160 ps, max-cap violations 0, CTS max path bufs 3, slowest stage cell, crit path a2111oi_0, yosys simple share 0.0283, I/O Buffers 71, Synth Register Bits 2048, H-Tree Depth 4, Row Count 162, vias in the first global route 44.6k, status completed, Top cell by count, worst path buf_4, Seq/Total Area, Yosys 0.786, Final TNS setup 0 ps, gate count of the mapped netlist 4207, Synth logic family AND-OR/OR-AND gates, crit-path cells buf_8, buf_4, buf_4, buf_12, buf_4, mux4_2, nand3_1, o311ai_0, a2111oi_0, nand4_1, clkdlybuf4s50_1, Clk pin slew, worst setup/hold paths 60 ps, WL/cell 31.0 µm, Synth Area per Inst 18.6 µm², Die Y 444 µm, placement-stage cell area 0.0828 mm², CTS tree done, Iter 0 DRT Violations 3168, fin area 0.0890 mm²
-- placed cells by master (no fill, tap or decap), types with 43 or more instances in the layout --
cell type  instances
mux2i_1          259
mux2_2           147
o22ai_1           93
a22oi_1          188
nand3_1           53
clkbuf_16        206
nor2_1            77
edfxtp_1        2048
clkinv_1          60
a21oi_1          121
a31oi_1           43
o21ai_0           84
o22a_1            70
and3_1            85
buf_4            188
mux4_2            96
a221oi_1         175
a22o_1            66
nor2_4            67
clkbuf_1          51
-- kinds of logic (layout without fill, tap and decap cells) --
family	after synthesis	count (layout)
DFF	2048	2048
AOI/OAI and AO/OA	933	933
muxes	502	502
other	0	1
buffers and inverters	300	634
and+or+nand+nor	424	424
-- layer usage --
layer	track usage	wire length (µm)	part of all wire	vias up
met1	0.295	73300	0.33	21000
met4	0.0729	8440	0.038	24
met5	0.0291	759	0.0035	-
met3	0.184	37600	0.17	450
li1	-	-	-	17900
met2	0.345	99300	0.45	2780
-- through the flow --
step / utilization / worst slack, ps / instances
after CTS: 0.457 / 19020 / 7083
after global routing: 0.457 / 18700 / 7084
after floorplan: - / 22010 / 4207
final: 0.457 / 18860 / 7084
after global placement: 0.426 / 19000 / 6715
after detailed placement: 0.426 / 19020 / 6715
-- area by class of cell --
cell class | instances | share of cell area
clock buffer | 257 | 0.0601
clock inverter | 111 | 0.00889
antenna | 1 | 0.0000281
sequential | 2048 | 0.691
inverter | 2 | 0.000169
multi-input combinational | 1859 | 0.181
tap | 2542 | 0.0357
timing repair buffer | 264 | 0.0233
-- cells in the mapped netlist (all sizes together) (93+ instances only) --
cell type	count	area, µm²
clkbuf	169	638
buf	129	682
a221oi	175	1530
a22oi	188	1410
mux4	96	2160
a21oi	121	606
o22ai	93	582
nor2	145	544
mux2i	259	2590
edfxtp	2048	61500
mux2	147	1660
-- final timing paths --
kind | startpoint | to | slack [ps] | cells past startpoint
worst max-delay path | addr[2] | dout[0] | 18860 | 11
worst min-delay path | din[28] | mem[28][28]$_DFFE_PP_ | 7590 | 1
-- power by group --
group | internal, W | total (W) | switching [W]
Clock | 0.000982 | 0.00177 | 0.000784
Sequential | 0.00236 | 0.00237 | 0.00000294
Combinational | 0.0000749 | 0.000238 | 0.000163
Total | 0.00342 | 0.00437 | 0.000950
Power is estimated from default activity; no workload was simulated.
