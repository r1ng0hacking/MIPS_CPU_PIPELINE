==> /design/flow/design.v <==
module flopr #(parameter M=32)(input clk,input reset,input [M-1:0]d,output reg [M-1:0]q); 
	always @(posedge clk,posedge reset)begin
		if(reset)begin
			q<=0;
		end
		else begin
			q<=d;
		end
	end
endmodule
module flopr_tb;
	parameter M=32;
	reg clk,reset;
	reg [M-1:0]d;
	wire [M-1:0]q;
	flopr #(M)DUT(.clk(clk),
					  .reset(reset),
					  .d(d),
					  .q(q));
	initial begin
	clk = 0;#1;
	d = 10;#1;
	clk = 1;#1;
	$display("q = %d",q);#1;
	clk = 0;#1;
	reset = 0;#1;
	reset = 1;#1;
	$display("q = %d",q);#1;
	reset = 0;#1;
	end
endmodule
==> /design/flow/run.sh <==
#!/bin/bash
# OpenROAD 26Q1-2900-gdf79404cd8, Yosys 0.63+post, stock flow scripts
make -C /OpenROAD-flow-scripts/flow DESIGN_CONFIG=/design/flow/config.mk WORK_HOME=/design/flow/orfs finish
==> /design/flow/config.mk <==
export PLATFORM = sky130hd
export DESIGN_NAME = flopr
export DESIGN_NICKNAME = flopr
export VERILOG_FILES = /design/flow/design.v
export SDC_FILE = /design/flow/constraint.sdc
export NUM_CORES = 4
export LEC_CHECK = 1
export CORE_AREA = 10 10 94 94
export DIE_AREA = 0 0 104 104
==> /design/flow/constraint.sdc <==
current_design flopr

set clk_period 1.0
set clk_io_pct 0.2

create_clock -name clk0 -period $clk_period [get_ports {clk}]

set non_clock_inputs [all_inputs -no_clocks]
set_input_delay [expr $clk_period * $clk_io_pct] -clock clk0 $non_clock_inputs
set_output_delay [expr $clk_period * $clk_io_pct] -clock clk0 [all_outputs]
==> metrics.yaml <==
critical_path:
  critPathArrivalTime_ps: 750
  cp-start-kind: "flip-flop"
  slowest_delay_ps: 360
  worstPathCellList: "buf_2"
  required_ps: 800
  critPathTopFamily: "flip-flops"
  path_buffers: 1
  cp_slowest_cell: "dfrtp_1"
  cp_max_fo: 1
  criticalPathCategory: "flip-flop to output pin"
  end_kind: "output pin"
routing:
  via_per_inst: 2.66
  vias: 542
  drc: 0
  drtPass1Iterations: 2
  num_antenna_cells: 0
  wl_um: 2420
  dr.first_iter.drc_count: 6
  wl_per_cell_um: 11.8
  ant_nets: 0
synthesis:
  yosys_warnings: 1
  ys_cells: 33
  synth_cell_types: 2
  synth_seq_share_pct: 99.5
  synth.top_cell.area_share_pct: 99.5
  ys.flop_type: "dfrtp_1"
  ys_ff: 32
  ys_area_um2: 805
  syn_inst: 33
  syn_area_um2: 805
  post-synth-top-count-cell: "dfrtp_1"
  syn_avg_cell_area_um2: 24.4
  yosys.area.top_type: "dfrtp_1"
  synth-edff-count: 0
  async_flop_share_pct: 100
  top_cells_by_area: "dfrtp_1, inv_1"
  ys_top_cells_by_count: "dfrtp_1, inv_1"
finish:
  logic_area_um2: 0
  logic_gates: 0
  fin_area_um2: 1530
  top_register: "q"
  drive_above_1_share_pct: 37.0
  largest_register_ffs: 32
  area_growth_pct: 90.5
  top_regs: "q x32"
grt:
  track_usage_pct: 4.51
  first_global_vias: 602
  antenna_found_initial: 0
  grt_first_pass_wirelength_um: 3820
  overflow: 0
  grt_max_degree: 26
floorplan:
  die_w_um: 104
  fp_util_pct: 11.8
  core-area_um2: 6830
  num_rows: 30
  dieHeight_um: 104
  pin_count: 66
  dieArea_um2: 10800
sta:
  worst_pin_slew_ps: 148
  post-route-period-util_pct: 94.9
  drv_slew: 0
  setup_violations: 0
  tns_ps: 0
  fin_crit_ps: 949
  fmax_ghz: 1.05
  hold_violations: 0
  relSlewSlack_pct: 90.1
  rsz0062_at_grt: "false"
placed_design:
  post-dp-hpwl_um: 1940
  placed_area_um2: 1600
  gp_congestion: 0.656
  portBuffers: 65
pwr:
  leakage_nw: 0.693
  irDropWorstVdd_mv: 0.418
  power_density_nw_per_um2: 1690
  p_seq_share_pct: 53.0
  clkPwrFrac_pct: 38.6
  switchingPower_mw: 0.506
  sw_frac_of_total_pct: 19.5
  p_comb_share_pct: 8.5
  p_int_mw: 2.08
cts:
  root_buffer: "clkbuf_8"
  clkTransAtPathRegs_ps: 60
  htreeDepth: 2
  clk_path_buf_depth: 2
  postCtsHoldBufs: 0
  cts_tree: "yes"
  post_cts_buffers: 0
  cts.sinks: 32
  cts_resized: 98
  numCtsBuffers: 5
worst_hold_path:
  min_path_type: "input pin to asynchronous set/reset pin"
outcome:
  run_status: "completed"
run:
  max_cap_violations: 0
  warning_count: 25
[path summary, 6_finish.rpt]
path | depth (start not counted) | slack, ps | from | to
min in group clk0 | 1 | 360 | d[28] | q[28]
max | 1 | 50 | q[23] | q[23]
max in group asynchronous | 3 | 540 | reset | q[8]
min | 3 | 300 | reset | q[15]
[cell usage in the layout, fill, tap and decap left out]
| master | netlist | routed |
|---|---|---|
| buf_12 | 0 | 1 |
| buf_2 | 0 | 32 |
| buf_4 | 0 | 1 |
| clkbuf_1 | 0 | 2 |
| clkbuf_8 | 0 | 6 |
| clkdlybuf4s50_1 | 0 | 33 |
| dfrtp_1 | 32 | 32 |
| inv_1 | 1 | 1 |
[kinds of logic after synthesis]
group	share of synthesized area, %
DFF	99.5
buffers and inverters	0.466
[per-stage QoR]
stage / instances / util (%) / setup WS (ps) / hold WS, ps / power (mW)
after floorplan: 33 / - / 109 / 231 / 1.40
after global placement: 196 / 23.5 / -9.47 / 635 / 1.69
after detailed placement: 196 / 23.5 / 3.73 / 610 / 1.69
after CTS: 204 / 22.4 / 32.5 / 315 / 2.67
after global routing: 204 / 22.4 / 2.34 / 342 / 2.73
final: 204 / 22.4 / 51.0 / 304 / 2.59
[power groups by stage]
stage     clock network, mW  logic (mW)  registers (mW)
4_1_cts                1.06       0.230            1.37
5_1_grt                1.11       0.245            1.38
6_report              0.998       0.219            1.37
[layout make-up]
cell class	instances	area, um2
Tap cell	96	120
Timing Repair Buffer	67	518
Inverter	1	3.75
Fill cell	746	5300
Sequential cell	32	801
Clock buffer	8	90.1
[metal layers]
metal | global-route usage, % | routed length [um] | vias to the layer above
li1 | - | - | 245
met1 | 5.90 | 1070 | 251
met2 | 6.44 | 1050 | 43
met3 | 2.57 | 267 | 3
met4 | 0.795 | 32 | 0
met5 | 0 | 0 | -
Power figures rest on the tool's default switching activity, not on a simulated workload.
